`run.sh`:
```
#!/bin/bash
# OpenROAD 26Q1-2900-gdf79404cd8, Yosys 0.63+post, stock flow scripts
make -C /OpenROAD-flow-scripts/flow DESIGN_CONFIG=/design/flow/config.mk WORK_HOME=/design/flow/orfs finish
```
`config.mk`:
```
export PLATFORM = sky130hd
export DESIGN_NAME = FIFO
export DESIGN_NICKNAME = FIFO
export VERILOG_FILES = /design/flow/design.v
export SDC_FILE = /design/flow/constraint.sdc
export NUM_CORES = 4
export LEC_CHECK = 1
export CORE_UTILIZATION = 40
```
`constraint.sdc`:
```
current_design FIFO

set clk_period 22.4
set clk_io_pct 0.2

create_clock -name clk0 -period $clk_period [get_ports {clk_in}]
create_clock -name clk1 -period $clk_period [get_ports {clk_out}]

set non_clock_inputs [all_inputs -no_clocks]
set_input_delay [expr $clk_period * $clk_io_pct] -clock clk0 $non_clock_inputs
set_output_delay [expr $clk_period * $clk_io_pct] -clock clk0 [all_outputs]
```
`design.v`:
```
module DTigger
    #(
         parameter N = 8
     )
     (
         input clk,
         input [N-1:0] D,
         output reg [N-1:0] Q
     );
     reg [N-1:0] T;
    always @(posedge clk) begin
        T=D;
        Q=T;
    end
endmodule
`timescale 1ns / 1ps
module FIFO #(
    parameter N=8, 
    parameter DEEP=8 
) (
    input [N-1:0] data_in,
    input clk_in,
    input clk_out,
    input arst,
    input w_en,
    input r_en,
    output Full,
    output Empty,
    output [N-1:0] data_o
);
    wire [DEEP:0] address_w;
    wire [DEEP:0] address_r;
    wire pop;
    wire push;
    wire [DEEP:0] Q_r;
    wire [DEEP:0] Q_w;
    FIFO_r#
    (
        .DEEP(DEEP)
    )
    u_FIFO_r(
        .clk(clk_out),
        .address_w(Q_w),
        .en(r_en),
        .arst(arst),
        .pop(pop),
        .Empty(Empty),
        .address_r(address_r)
    );
    FIFO_w#
    (
        .DEEP(DEEP)
    )
    u_FIFO_w(
        .clk(clk_in),
        .address_r(Q_r),
        .en(w_en),
        .arst(arst),
        .push(push),
        .Full(Full),
        .address_w(address_w)
    );
    DTigger#
    (
        .N(DEEP+1)
    )
    uDT_r(
        .clk(clk_out),
        .D(address_r),
        .Q(Q_r)
    );
    DTigger#
    (
        .N(DEEP+1)
    )
    uDT_w(
        .clk(clk_in),
        .D(address_w),
        .Q(Q_w)
    );
    Memory #(
        .N(N), 
        .DEEP(DEEP) 
    ) 
    u_MEM(
    .data_in(data_in),
    .address_w(address_w),
    .address_r(address_r),
    .w_en(push),
    .r_en(pop),
    .clk_in(clk_in),
    .clk_out(clk_out),
    .arst(arst),
    .data_o(data_o)
);
endmodule
`timescale 1ns / 1ps
module FIFO_r #(
        parameter DEEP=8 
    )(
        input clk,
        input en,
        input arst,
        input [DEEP:0] address_w,
        output Empty,
        output pop,
        output [DEEP:0] address_r
    );
    reg [DEEP:0] address;
    always @(posedge clk or posedge arst) begin
        if (arst) begin
            address=0;
        end
        else begin
            if (pop)
            address=address+1;
        end
    end
        Gray #(
        .N(DEEP+1)
    ) 
    Gray_r
    (
        .Bin(address),
        .GrayBin(address_r)
    );
    assign Empty = (address_w==address_r);
    assign pop=en && !Empty && !arst;   
endmodule
`timescale 1ns / 1ps
module FIFO_w #(
        parameter DEEP=8 
    )(
        input clk,
        input en,
        input arst,
        input [DEEP:0] address_r,
        output push,
        output Full,
        output [DEEP:0] address_w
    );
    reg [DEEP:0] address;
    always @(posedge clk or posedge arst) begin
        if (arst) begin
            address=0;
        end
        else begin
            if (push)
            address=address+1;
        end
    end
    Gray #(
        .N(DEEP+1)
    ) 
    Gray_w
    (
        .Bin(address),
        .GrayBin(address_w)
    );
    assign Full = (address_w[DEEP-2:0]==address_r[DEEP-2:0]) && (address_r[DEEP:DEEP-1]==~(address_w[DEEP:DEEP-1]));
    assign push=en && !Full && !arst;
endmodule
`timescale 1ns / 1ps
module Gray #(
    parameter N=8
) (
    input [N-1:0] Bin,
    output [N-1:0] GrayBin
);
    assign GrayBin = Bin^{1'b0,Bin[N-1:1]};
endmodule
`timescale 1ns / 1ps
module Memory #(
        parameter N=8, 
        parameter DEEP=8 
    ) (
        input [N-1:0] data_in,
        input [DEEP:0] address_w,
        input [DEEP:0] address_r,
        input w_en,
        input r_en,
        input clk_in,
        input clk_out,
        input arst,
        output reg [N-1:0] data_o
    );
    localparam M = 1<<DEEP;
    reg [N-1:0] ROM [M-1:0]; 
    reg [N-1:0] address;
    always @(posedge clk_in) begin
        address={address_w[DEEP]^address_w[DEEP-1],address_w[DEEP-2:0]};
        ROM[address]=w_en?data_in:ROM[address];
    end
    always @(posedge clk_out or posedge arst) begin
        if (arst)
            data_o=0;
        else begin
            address={address_r[DEEP]^address_r[DEEP-1],address_r[DEEP-2:0]};
            data_o=r_en?ROM[address]:data_o;
        end
    end
endmodule
```
==> reports/qor.yml <==
logic_synthesis:
  flip_flops_with_a_built_in_enable: 2048
  ys.warnings.count: 5
  top_area_cell: "edfxtp_1"
  numSynthFlops: 2092
  most_repeated_cell_in_the_gate_level_netlist_after_synthesis: "edfxtp_1"
  synth-main-ff-cell: "edfxtp_1"
  synth_top_area_share_pct: 65.1
  yosys_chip_area_um2: 94500
  ys_cells: 7196
  netlist_instances: 7196
  ys_top_cells_by_area: "edfxtp_1 65%, a22oi_1 7.9%, nand3_1 4.1%"
  synth.cells.most_frequent: "2,048 x edfxtp_1, 990 x a22oi_1, 780 x nand3_1, 373 x nor2_1, 289 x clkbuf_1"
  synth.lib_cells_used.distinct: 86
  mappedNetlistArea_um2: 94500
  postSynthSeqShare_pct: 66.2
  async_reset_ff_share_pct: 1.24
  syn-mean-instance-area_um2: 13.1
grt:
  grt_first_pass_wirelength_mm: 1410
  pin_count_of_the_biggest_net_entering_global_routing: 195
  globalRouteOverflowTotal: 4549
  global_route.usage.total_pct: 95.1
  vias_in_the_first_global_route: 127201
die:
  floorplan.rows: 178
  top_level_ports: 23
  floorplan.die.width_um: 488
  initial_core_util_pct: 40.2
  die-height_um: 488
placed_design:
  globalplace.congestion: 1.41
  dp_hpwl_mm: 654
  io_buffers: 21
  placedCellCount: 10597
cts:
  hold_buffers: 0
  post_cts_buffers: 0
  post_cts_resized: 0
  clock-sinks: 2092
run_status:
  stop_error: "[ERROR GRT-0116] Global routing finished with congestion. Check the congestion regions in the DRC Viewer."
  status: "aborted with a tool error"
  flow.stopped_at: "global routing"
-- stage by stage --
stage                     hold WS [ns]  instance area [um^2]  worst slack, ns  utilization, %
after floorplan                  0.426                 94500             4.45               -
after global placement           0.469                105000            13.53            44.7
after CTS                        0.485                113000            14.46            48.0
after detailed placement         0.469                105000            13.56            44.7
-- cell families after synthesis --
logic type / share of synthesized area, %
AOI/OAI and AO/OA: 17.8
and+or+nand+nor: 12.4
DFF: 66.2
buffers and inverters: 3.04
xor gates and xnor gates: 0.362
adders and majority gates: 0.185
muxes: 0.0662
-- routing by layer --
layer | GRT usage (%) | overflow
met1 | 93.7 | 851
met2 | 99.4 | 1687
met3 | 93.6 | 904
met4 | 92.8 | 977
met5 | 86.0 | 130
